[flow/config.mk]
export PLATFORM = sky130hd
export DESIGN_NAME = disp
export DESIGN_NICKNAME = disp
export VERILOG_FILES = /design/flow/design.v
export SDC_FILE = /design/flow/constraint.sdc
export NUM_CORES = 4
export LEC_CHECK = 1
export CORE_AREA = 10 10 108 108
export DIE_AREA = 0 0 118 118
[flow/constraint.sdc]
current_design disp

set clk_period 3.9
set clk_io_pct 0.2

create_clock -name clk0 -period $clk_period [get_ports {clk}]

set non_clock_inputs [all_inputs -no_clocks]
set_input_delay [expr $clk_period * $clk_io_pct] -clock clk0 $non_clock_inputs
set_output_delay [expr $clk_period * $clk_io_pct] -clock clk0 [all_outputs]
[flow/design.v]
module disp (
	input clk,
	input rst_n,
	input [5:0] state_no,
	output [3:0] dig,
	output [7:0] seg
);
parameter IDLE = 6'd0;
parameter JUMP = 6'd1;
parameter SPEED = 6'd2;
parameter LEFT = 6'd3;
parameter RIGHT = 6'd4;
reg [5:0] num_0;
reg [5:0] num_1;
reg [5:0] num_2;
reg [5:0] num_3;
always @ (*) begin
	case (state_no)
		IDLE: begin
			num_3 <= 6'd19;
			num_2 <= 6'd14;
			num_1 <= 6'd22;
			num_0 <= 6'd15;
		end
		JUMP: begin
			num_3 <= 6'd20;
			num_2 <= 6'd31;
			num_1 <= 6'd23;
			num_0 <= 6'd26;
		end
		SPEED: begin
			num_3 <= 6'd29;
			num_2 <= 6'd26;
			num_1 <= 6'd15;
			num_0 <= 6'd14;
		end
		LEFT: begin
			num_3 <= 6'd22;
			num_2 <= 6'd15;
			num_1 <= 6'd16;
			num_0 <= 6'd30;
		end
		RIGHT: begin
			num_3 <= 6'd28;
			num_2 <= 6'd19;
			num_1 <= 6'd17;
			num_0 <= 6'd30;
		end
		default: begin
			num_3 <= 0;
			num_2 <= 0;
			num_1 <= 0;
			num_0 <= 0;
		end
	endcase
end
led u_led (
	.clk (clk),
	.rst_n (rst_n),
	.num_0 (num_0),
	.num_1 (num_1),
	.num_2 (num_2),
	.num_3 (num_3),
	.dig (dig),
	.seg (seg)
);
endmodule
module led (
	input clk,
	input rst_n,
	input [5:0] num_0,
	input [5:0] num_1,
	input [5:0] num_2,
	input [5:0] num_3,
	output reg [3:0] dig,
	output reg [7:0] seg
);
parameter FRESH_CNT_MAX = 28'd10_000;
reg [27:0] fresh_cnt;
wire [5:0] num2disp;
assign num2disp = (~dig[0] ? num_0 : (~dig[1] ? num_1 : (~dig[2] ? num_2 : num_3)));
always @ (posedge clk) begin
	if (!rst_n)
		fresh_cnt <= 0;
	else begin
		if (fresh_cnt < FRESH_CNT_MAX) 
			fresh_cnt <= fresh_cnt + 1;
		else
			fresh_cnt <= 0;
	end
end
always @ (posedge clk) begin
	if ((!rst_n) || (dig == 0))
		dig <= 4'b1110;
	else begin
		if (fresh_cnt == FRESH_CNT_MAX) 
			dig <= {{dig[2:0]}, {dig[3]}};
		else
			dig <= dig;
	end
end
always @ (posedge clk) begin
	if (!rst_n)
		seg <= 8'b1111_1111;
	else begin
		case (num2disp)
			6'd0: seg <= 8'b1111_1111;
			6'd1: seg <= 8'b1111_1001;
			6'd2: seg <= 8'b1010_0100;
			6'd3: seg <= 8'b1011_0000;
			6'd4: seg <= 8'b1001_1001;
			6'd5: seg <= 8'b1001_0010;
			6'd6: seg <= 8'b1000_0010;
			6'd7: seg <= 8'b1111_1000;
			6'd8: seg <= 8'b1000_0000;
			6'd9: seg <= 8'b1001_0000;
			6'd10: seg <= 8'b1100_0000;
			6'd11: seg <= 8'b1000_1000;
			6'd12: seg <= 8'b1000_0011;
			6'd13: seg <= 8'b1100_0110;
			6'd14: seg <= 8'b1010_0001;
			6'd15: seg <= 8'b1000_0110;
			6'd16: seg <= 8'b1000_1110;
			6'd17: seg <= 8'b1001_0000;
			6'd18: seg <= 8'b1000_1001;
			6'd19: seg <= 8'b1111_1001;
			6'd20: seg <= 8'b1111_0001;
			6'd21: seg <= 8'b1000_0101;
			6'd22: seg <= 8'b1100_0111;
			6'd23: seg <= 8'b1010_1010;
			6'd24: seg <= 8'b1100_1000;
			6'd25: seg <= 8'b1010_0011;
			6'd26: seg <= 8'b1000_1100;
			6'd27: seg <= 8'b1001_1000;
			6'd28: seg <= 8'b1010_1111;
			6'd29: seg <= 8'b1001_0010;
			6'd30: seg <= 8'b1100_1110;
			6'd31: seg <= 8'b1100_0001;
			6'd32: seg <= 8'b1110_0011;
			6'd33: seg <= 8'b1001_0101;
			6'd34: seg <= 8'b1001_1011;
			6'd35: seg <= 8'b1001_0001;
			6'd36: seg <= 8'b1010_0100;
		endcase
	end
end
endmodule
[flow/run.sh]
#!/bin/bash
# OpenROAD 26Q1-2900-gdf79404cd8, Yosys 0.63+post, stock flow scripts
make -C /OpenROAD-flow-scripts/flow DESIGN_CONFIG=/design/flow/config.mk WORK_HOME=/design/flow/orfs finish
==> metrics.cfg <==
[routing]
wl_um = 3430
route.detailed.wl_per_inst_um = 9.58
via_count = 1438
antennaDiodeCount = 0
detailedRoute.firstPassIterationCount = 6
detailedRoute.firstIterationViolations = 56
route.detailed.vias_per_inst = 4.02
remaining_drc_errors = 0
routed_antenna_nets = 0

[logic_synthesis]
synth_largest_type_area_fraction_pct = 44.8
yosys_area_um2 = 1740
synth_area_per_cell_um2 = 8.81
top_area_cell = sky130_fd_sc_hd__dfxtp_1
async_flop_share_pct = 0
synth.distinct_cells = 48
ys_seq_share_pct = 44.8
post_synth_inst_count = 198
yosys-stat-cells = 198
yosysWarnings = 2
synth.ff_latch_count = 39
syn-cell-area_um2 = 1740
cell_types_occupying_the_most_area_after_synthesis = sky130_fd_sc_hd__dfxtp_1 (45%), sky130_fd_sc_hd__nor2_1 (6.9%), sky130_fd_sc_hd__xor2_1 (4.0%), sky130_fd_sc_hd__nand2_1 (3.4%), sky130_fd_sc_hd__nand3_1 (2.9%)
synthFlopType = sky130_fd_sc_hd__dfxtp_1
number_of_enable_type_register_cells_in_the_synthesized_netlist = 0

[sta]
worst_slew_pin_slew_ns = 0.566
layout_worst_path_cycle_share_pct = 72.5
maxClockFrequency_mhz = 354
period_needed_ns = 2.83
final_max_slew_viol_count = 0
timing.final.hold_violations = 0
grt_setup_unrepaired = false
worst_clock_skew_ns = 0.00610
timing.slew.headroom_pct = 61.8
final.hold.worst_slack_ns = 0.483
finalSetupViolCount = 0
fin_tns_setup_ns = 0

[clock_network]
cts_tree = done
clock-sinks = 39
hold_buffers = 0
cts.reportedPaths.clkPinSlew_ns = 0.07
cts_post_setup_buffers_inserted = 0
cts.path.max_buffers = 2
cts-buffers-inserted = 5
htreeDepth = 2
worstSkewPairLatency_ns = 0.28
cts.repair.resized = 0
cts_root_buffer = sky130_fd_sc_hd__clkbuf_8

[setup_path]
setup.worst_path.end_class = flop
cpPeakStageDelay_ns = 0.68
critPathMaxFanout = 17
worstSetupStartpointType = input pin
crit_required_ns = 4.04
worstPathCellList = clkdlybuf4s50_1 > o21ai_0 > nand2_1 > nor3_1 > or2b_1 > a22oi_1 > o221ai_1
setup.worst_path.class = in2reg
arrival_ns = 2.96
crit_path_top_delay_cell = sky130_fd_sc_hd__clkdlybuf4s50_1

[placed_design]
place.detailed.instances = 350
place.port_buffers = 18
gp_routability_congestion = 0.788
detailed_place_hpwl_um = 2470

[grt]
global_route_wire_length_before_repair_um = 5990
globalRouteOverflowTotal = 0
groute.usage.overall_pct = 4.94
first_global_vias = 1292
grt_start_max_net_pins = 18
antenna_violations_before_repair = 0

[finish]
drive_above_1_share_pct = 4.80
multiInputGateArea_um2 = 950
layout_top_cells_excl_fill_tap = sky130_fd_sc_hd__dfxtp_1 (39), sky130_fd_sc_hd__nor2_1 (32), sky130_fd_sc_hd__clkdlybuf4s50_1 (18)
regArea_um2 = 781
layoutNonFillerInstCount = 358
area_growth_from_synthesis_to_final_layout_pct = 26.4
final_common_cell = sky130_fd_sc_hd__dfxtp_1
fill_cells = 1003

[pwr]
power-per-cell-area_nw_per_um2 = 359
cellLeakagePower_uw = 0.000724
peakVddDrop_mv = 0.183

[job]
cap_violations = 0
stage_log_warnings = 26

[die]
floorplan.rows = 35
core-area_um2 = 9280
fp_util_pct = 18.8
io_pins = 20
die_width_um = 118
chip_area_um2 = 13900
die-height_um = 118

[status]
status = completed

[worst_hold_path]
holdCritPathClass = reg2reg

-- worst max-delay path, delay by kind of cell --
family                 cells  cell delay, ns
buffers and inverters      1            0.68
AOI/OAI and AO/OA          3            0.72
and+or+nand+nor            3            0.79
-- layer usage --
metal	vias to the layer above	part of all wire, %	track usage [%]
met5	-	0	0
met4	0	0	0.464
met3	0	6.9	1.94
met2	27	41	7.06
met1	655	52	7.10
li1	756	-	-
-- power by group --
part           internal (µW)  leakage, µW  switching (µW)  total, µW
Clock                    207    0.0000612             134        340
Sequential               407     0.000320            2.27        410
Combinational           17.9     0.000343            22.9       40.8
Total                    632     0.000724             159        791
-- cells in the mapped netlist, types with 2 or more instances --
| library cell | number |
|---|---|
| sky130_fd_sc_hd__and3_1 | 2 |
| sky130_fd_sc_hd__nand2_1 | 16 |
| sky130_fd_sc_hd__nand4_1 | 3 |
| sky130_fd_sc_hd__buf_4 | 4 |
| sky130_fd_sc_hd__o21a_1 | 3 |
| sky130_fd_sc_hd__o21ai_0 | 9 |
| sky130_fd_sc_hd__a211o_1 | 2 |
| sky130_fd_sc_hd__dfxtp_1 | 39 |
| sky130_fd_sc_hd__nor3_1 | 4 |
| sky130_fd_sc_hd__inv_1 | 4 |
| sky130_fd_sc_hd__nor2_1 | 32 |
| sky130_fd_sc_hd__buf_2 | 2 |
| sky130_fd_sc_hd__xnor2_1 | 4 |
| sky130_fd_sc_hd__o221ai_1 | 3 |
| sky130_fd_sc_hd__nor2b_1 | 2 |
| sky130_fd_sc_hd__clkbuf_1 | 2 |
| sky130_fd_sc_hd__o211ai_1 | 4 |
| sky130_fd_sc_hd__conb_1 | 2 |
| sky130_fd_sc_hd__a21oi_1 | 6 |
| sky130_fd_sc_hd__and4_1 | 2 |
| sky130_fd_sc_hd__ha_1 | 2 |
| sky130_fd_sc_hd__xor2_1 | 8 |
| sky130_fd_sc_hd__nand3_1 | 10 |
| sky130_fd_sc_hd__nor4_1 | 6 |
| sky130_fd_sc_hd__mux2i_1 | 4 |
-- state kept, by name, indices dropped and copies added (netlist names) --
name	count
u_led.seg	7
u_led.dig	4
u_led.fresh_cnt	28
-- layout make-up --
class                   count  share of cell area, %
multi-input cells         160                   43.1
flip-flops and latches     39                   35.4
repair buffers             18                   8.17
well taps                 129                   7.32
clock buffers               6                   3.75
clock inverters             2                   1.59
inverters                   4                  0.681
-- metrics by stage --
step	cell area, µm²	setup WS (ns)	total power (µW)	utilization [%]
after floorplan	1790	1.75	445	-
after global placement	2090	0.868	459	22.5
after detailed placement	2090	0.804	460	22.5
after CTS	2200	1.09	802	23.7
after global routing	2200	0.807	828	23.7
final	2200	1.07	791	23.7
-- kinds of logic (layout without fill, tap and decap cells) --
family	after synthesis	count (layout)	synth area share, %
AND-OR/OR-AND	40	40	16.4
buffers and inverters	12	30	3.59
AND/OR/NAND/NOR	87	87	25.1
flip-flops	39	39	44.8
XOR/XNOR	12	12	6.03
multiplexers	4	4	2.30
other	2	15	0.431
adder cells (fa/ha/maj)	2	2	1.43
-- path summary, 6_finish.rpt --
kind / end / depth (start not counted) / from / slack (ns)
worst min register to register: u_led.fresh_cnt[0] / 1 / u_led.fresh_cnt[0] / 0.48
worst max-delay path: u_led.seg[6] / 7 / state_no[0] / 1.07
worst min-delay path: u_led.fresh_cnt[0] / 1 / u_led.fresh_cnt[0] / 0.48
worst max register to register: u_led.seg[2] / 6 / u_led.dig[0] / 1.86
Power figures rest on the tool's default switching activity, not on a simulated workload.
