[./run.sh]
#!/bin/bash
# OpenROAD 26Q1-2900-gdf79404cd8, Yosys 0.63+post, stock flow scripts
make -C /OpenROAD-flow-scripts/flow DESIGN_CONFIG=/design/flow/config.mk WORK_HOME=/design/flow/orfs finish
[./config.mk]
export PLATFORM = sky130hd
export DESIGN_NAME = vga_driver
export DESIGN_NICKNAME = vga_driver
export VERILOG_FILES = /design/flow/design.v
export SDC_FILE = /design/flow/constraint.sdc
export NUM_CORES = 4
export LEC_CHECK = 1
export CORE_AREA = 10 10 92 92
export DIE_AREA = 0 0 102 102
[./constraint.sdc]
current_design vga_driver

set clk_period 4.4
set clk_io_pct 0.2

create_clock -name clk0 -period $clk_period [get_ports {clk_vga}]

set non_clock_inputs [all_inputs -no_clocks]
set_input_delay [expr $clk_period * $clk_io_pct] -clock clk0 $non_clock_inputs
set_output_delay [expr $clk_period * $clk_io_pct] -clock clk0 [all_outputs]
[./design.v]
module vga_driver (
	input clk_vga,
	input rst_n,
	input [2:0] rgb,
	output [9:0] x,
	output [9:0] y,
	output vga_hs,
	output vga_vs,
	output [2:0] vga_rgb
);
parameter H_SYNC = 10'd96;
parameter H_BACK = 10'd48;
parameter H_DISP = 10'd640;
parameter H_FRONT = 10'd16;
parameter H_TOTAL = 10'd800;
parameter V_SYNC = 10'd2;
parameter V_BACK = 10'd33;
parameter V_DISP = 10'd480;
parameter V_FRONT = 10'd10;
parameter V_TOTAL = 10'd525;
reg [9:0] cnt_v;
reg [9:0] cnt_h;
assign vga_hs = (cnt_h < H_SYNC - 1) ? 1 : 0;
assign vga_vs = (cnt_v < V_SYNC - 1) ? 1 : 0;
wire data_en;
assign data_en = (cnt_h >= H_SYNC + H_BACK) && (cnt_h < H_SYNC + H_BACK + H_DISP) &&
						(cnt_v >= V_SYNC + V_BACK) && (cnt_v < V_SYNC + V_BACK + V_DISP);
assign vga_rgb = data_en ? rgb : 2'b0;
wire data_req;
assign data_req = ((cnt_h >= H_SYNC + H_BACK - 1) && (cnt_h < H_SYNC + H_BACK + H_DISP - 1) &&
						(cnt_v >= V_SYNC + V_BACK) && (cnt_v < V_SYNC + V_BACK + V_DISP)) ? 1 : 0;	
assign x = data_req ? (cnt_h - (H_SYNC + H_BACK - 1)) : 0;
assign y = data_req ? (cnt_v - (V_SYNC + V_BACK - 1)) : 0;
always @ (posedge clk_vga) begin
	if (!rst_n)
		cnt_h <= 0;
	else begin
		if (cnt_h < H_TOTAL - 1)
			cnt_h <= cnt_h + 1;
		else
			cnt_h <= 0;
	end
end
always @ (posedge clk_vga) begin
	if (!rst_n)
		cnt_v <= 0;
	else begin
		if (cnt_h == H_TOTAL - 1) begin
			if (cnt_v < V_TOTAL - 1)
				cnt_v <= cnt_v + 1;
			else
				cnt_v <= 0;
		end else
			cnt_v <= cnt_v;
	end
end
endmodule
==> summary.txt <==
Flow results are below.

- The total of flip-flops plus latches after synthesis is 20, for reference.
- The number of antenna violations at the first check in global routing was 0.
- The area reported by Yosys stat is 1426 um^2, for reference.
- The critical path goes through ha_1 -> or4_1 -> nor4_1 -> o22ai_2 -> buf_4 -> nor4_1 -> clkdlybuf4s50_1.
- The ratio of routed vias to standard cells is 4.802, for reference.
- Counting the warning lines in the Yosys log gives 1.
- The critical path startpoint category is a register, for reference.
- Entering global routing, the biggest net connects 18 pins.
- The report lists the power per cell area as 212.3 nW/um^2.
- Synthesis produced a netlist whose cell count is 185.
- Measured in cells, the most critical reg-to-reg path has a length of 5.
- The wire length of the first global-routing pass is 6.251 mm, for reference.
- Per the detailed-route log, wirelength across all metal layers totals 3.759 mm.
- The timing report shows the most common cell along the critical path to be nor4_1.
- The aggregate global-route resource usage is 0.07326, for reference.
- The worst voltage drop across the vdd grid is 0.1326 mV, for reference.
- The cell area after layout is 1829 um^2, for reference.
- Looking at hold timing, the worst path starts from cnt_h[0]$_SDFF_PN0_.
- Of the available clock period, the critical path in the final layout requires 0.8513.
- The share of synthesized area in the top cell type comes to 0.2807.
- The largest total area in the synthesized netlist belongs to dfxtp_1.
- The minimum clock period after layout is 3.746 ns, for reference.
- The startpoint identified for the worst register-to-register timing path is cnt_h[0]$_SDFF_PN0_.
- The static power due to leakage is 0.6178 nW, for reference.
- The floorplan die area is 10400 um^2, for reference.
- The number of placed I/O pins is 30, for reference.
- The post-synthesis sequential area ratio is 0.2807, for reference.
- The final-report max-slew violation count is 0, for reference.
- The pre-CTS setup slack is 0.9601 ns, for reference.
- The gate-level netlist out of Yosys references 42 unique cell types.
- The CTS clock-pin slew for the worst setup and hold paths is 0.08 ns, for reference.
- The critical path is of the reg -> out type.
- The timing report notes that buffer and inverter cells on the critical path total 2.
- After legalization and detailed placement, the total HPWL measured 2.812 mm.
- Adding up every negative setup slack in the final design gives 0 ns.
- For reference, the top cells by count after synthesis are nor3_1 (25), dfxtp_1 (20), nor2_1 (18), xnor2_1 (14).
- The height of the die is 102 um, for reference.
- The layout summary lists the proportion of cells stronger than drive strength 1 as 0.07767.
- Counting flops with a built-in enable in the synthesized netlist gives 0.
- The number of cells in the finished layout apart from fillers is 283, for reference.
- Summing over every cut layer, the via total after detailed routing is 1359.
- The global-route congestion overflow total is 0, for reference.
- The total instance count after detailed placement is 279, for reference.
- For flop-to-flop paths, the worst setup slack is 2.06 ns.
- The cell family contributing the most delay on the critical path is simple AND/OR/NAND/NOR gates.
- The remaining max-slew budget at the tightest pin is 0.4203, for reference.
- The critical path's largest stage delay is 0.54 ns, for reference.
- The transition time of the tightest slew-check pin is 0.8644 ns, for reference.
- Max fanout on the critical path was recorded as 17.
- The number of cells on the worst hold path is 1, for reference.
- By area the synthesized netlist is led by dfxtp_1 (28%), nor3_1 (8.8%), xnor2_1 (8.6%).
- The placement summary gives the final routability congestion estimate as 0.8392.
- The final hold violation count recorded for this run is 0.
- According to the floorplan log, the row count is 29.
- The clock network latency to the later pin of the worst-skew pair is 0.26 ns, for reference.
- The required time at the worst endpoint is listed as 3.52 ns.
- In this run the horizontal extent of the chip is 102 um.
- The routed length per placed instance is 13.28 um, for reference.
- The core region is 6459 um^2.
- The tally of OpenROAD warnings is 29, for reference.
- The violation count after the first detailed-route iteration is 48, for reference.
- The run finished with clean final reports.
- The most used standard cell by instance count after synthesis is nor3_1, for reference.
- Among all stages on the critical path, the largest delay is contributed by clkdlybuf4s50_1.
- The highest clock rate this design can be run at is 267.0 MHz.
- The routed design ends up with an antenna cell count of 0.
- The number of setup buffers added after CTS is 0, for reference.
- The post-synthesis cell count from yosys is 185, for reference.
- The number of buffers inserted during clock tree synthesis is 3, for reference.
- In this run, post-CTS hold repair placed 0 buffers.
- The number of detailed-route iterations in the first pass is 4, for reference.
- Summing every instance area after synthesis gives 1426 um^2.
- The number of sinks handled by clock tree synthesis is 20, for reference.
- The post-detailed-route DRC marker count is 0, for reference.
- The tree is rooted in a clkbuf_8.
- Setup repair after global routing left no endpoint under its margin.
- Per the post-synthesis stats, the area per cell is 7.710 um^2.
- The most used flip-flop cell after synthesis is dfxtp_1.
- As logged by OpenROAD, the buffers inserted on ports number 29.
- For the final database, setup skew stands at 0.003027 ns.
- The H-tree depth reported by CTS is 1, for reference.
- The worst setup path is captured at a primary output.
- The capture point of the worst reg-to-reg path is cnt_v[2]$_SDFFE_PN0P_, for reference.
- For this configuration, the core starts out at a cell density of 0.2208.
- The count of antenna-violating nets left after detailed routing is 0, for reference.
- The count of maximum capacitance violations is 0, for reference.
- The synthesis-to-layout area growth is 28.25%, for reference.
- The final core area utilization is 0.2832, for reference.
- The number of global-route vias before repair came to 1267.
- The least setup slack across all paths after layout is 0.6541 ns, for reference.
- Counting flops with an async set or reset pin after synthesis yields a share of 0.
- The data arrival at the endpoint of the critical path is 2.87 ns, for reference.
- The path category of the worst min-delay check is reg -> reg, for reference.
- The final tally of setup violations is 0, for reference.
- The total of cells resized after clock tree synthesis is 0, for reference.
- In the hold report, the worst path ends at cnt_h[0]$_SDFF_PN0_.
- Final hold analysis gives a worst-case slack of 0.5097 ns.
- The clock passes through at most 2 buffers.
- TritonCTS built the clock tree.
- The instance area at placement is 1758 um^2, for reference.
- The overall power is 0.3883 mW, for reference.
final cells by class:
class                      instances  area [um^2]
clock inverter                     1        30.03
inverter                          10        37.54
fill                             695         4629
tap                               77        96.34
timing repair buffer              31        305.3
multi-input combinational        141        918.4
clock buffer                       3        41.29
sequential                        20        400.4
where the power goes:
group	internal (mW)	switching, mW	leakage, nW
clock network	0.121	0.0667	0.0357
registers	0.183	0.00328	0.162
logic	0.00649	0.00718	0.420
total	0.311	0.0772	0.618
cell families after synthesis:
kind of cell,synth area share
buffers and inverters,0.07982
adders and majority gates,0.05263
and+or+nand+nor,0.3316
DFF,0.2807
xor gates and xnor gates,0.1351
AOI/OAI and AO/OA,0.1202
state kept, by name, indices dropped and copies added, names as in the netlist:
signal	cells
cnt_v	10
cnt_h	10
how the worst max path moves through the flow:
| stage | startpoint | endpoint | slack [ns] | cells past startpoint |
|---|---|---|---|---|
| final | cnt_v[0]$_SDFFE_PN0P_ | x[7] | 0.65 | 7 |
| after global routing | cnt_v[0]$_SDFFE_PN0P_ | x[7] | 0.44 | 7 |
| after CTS | cnt_v[0]$_SDFFE_PN0P_ | x[7] | 0.65 | 7 |
cells in the final DEF (no fill, tap or decap), types with 2 or more instances in the layout:
cell and n:
nor2_1 18, nor2b_1 2, inv_1 10, nor3_1 25
buf_4 2, a211oi_1 2, nand4_1 7, o21ai_0 2
clkdlybuf4s50_1 29, xnor2_1 14, a21oi_1 10, nand2_1 8
dfxtp_1 20, or3_1 3, nor4_1 4, ha_1 6
clkbuf_8 3, xor2_1 8, nor3b_1 3, nand3_1 5
and4_1 2, or3_4 2
routing by layer:
metal  wire [um]  vias to the layer above  GRT usage  part of all wire
li1            -                      694          -                 -
met2        1718                       36     0.1151              0.46
met1        1750                      625     0.1017              0.47
met3         246                        4    0.01977             0.065
met5           0                        -          0                 0
met4          44                        0   0.008677             0.012
No activity file was given, so power comes from the tool's default toggle rates.
